## flow/run.sh

```bash
#!/bin/bash
# OpenROAD 26Q1-2900-gdf79404cd8, Yosys 0.63+post, stock flow scripts
make -C /OpenROAD-flow-scripts/flow DESIGN_CONFIG=/design/flow/config.mk WORK_HOME=/design/flow/orfs finish
```

## flow/config.mk

```make
export PLATFORM = sky130hd
export DESIGN_NAME = axi4_lite_adaptor_top_design
export DESIGN_NICKNAME = axi4_lite_adaptor_top_design
export VERILOG_FILES = /design/flow/design.v
export SDC_FILE = /design/flow/constraint.sdc
export NUM_CORES = 4
export LEC_CHECK = 1
export CORE_AREA = 10 10 189 189
export DIE_AREA = 0 0 199 199
```

## flow/constraint.sdc

```tcl
current_design axi4_lite_adaptor_top_design

set clk_period 1.0
set clk_io_pct 0.2

create_clock -name clk0 -period $clk_period [get_ports {aclk}]

set non_clock_inputs [all_inputs -no_clocks]
set_input_delay [expr $clk_period * $clk_io_pct] -clock clk0 $non_clock_inputs
set_output_delay [expr $clk_period * $clk_io_pct] -clock clk0 [all_outputs]
```

## flow/design.v

```verilog
module axi4_lite_adaptor_top_design (
    input aclk,
    input aresetn,
    input [31:0] awaddr_in,
    output [31:0] awaddr_out,
    input [2:0] awprot_in,
    output [2:0] awprot_out,
    output awvalid,
    input awready,
    input [31:0] wdata_in,
    output [31:0] wdata_out,
    input [3:0] wstrb_in,
    output [3:0] wstrb_out,
    output wvalid,
    input wready,
    output [1:0] bresp,
    output bvalid,
    output bready,
    input [31:0] araddr_in,
    output [31:0] araddr_out,
    input [2:0] arprot_in,
    output [2:0] arprot_out,
    output arvalid,
    input arready,
    input [31:0] rdata_in,
    output [31:0] rdata_out,
    output [1:0] rresp,
    output rvalid,
    output rready
);
    axi4_lite_master_adaptor uut_master(
        .aclk (aclk),
        .aresetn (aresetn),
        .awaddr_out (awaddr_out),
        .awprot_out (awprot_out),
        .awvalid_out (awvalid),
        .awready_in (awready),
        .awaddr_in (awaddr_in),
        .awprot_in (awprot_in),
        .wdata_out (wdata_out),
        .wstrb_out (wstrb_out),
        .wvalid_out (wvalid),
        .wready_in (wready),
        .wdata_in (wdata_in),
        .wstrb_in (wstrb_in),
        .bresp_in (bresp),
        .bvalid_in (bvalid),
        .bready_out (bready),
        .araddr_out (araddr_out),
        .arprot_out (arprot_out),
        .arvalid_out (arvalid),
        .arready_in (arready),
        .araddr_in (araddr_in),
        .arprot_in (arprot_in),
        .rdata_in (rdata_out),
        .rresp_in (rresp),
        .rvalid_in (rvalid),
        .rready_out (rready)
    );
    axi4_lite_slave_adaptor uut_slave(
        .aclk (aclk),
        .aresetn (aresetn),
        .awaddr_in (awaddr_out),
        .awprot_in (awprot_out),
        .awvalid_in (awvalid),
        .awready_out (awready),
        .wdata_in (wdata_out),
        .wstrb_in (wstrb_out),
        .wvalid_in (wvalid),
        .wready_out (wready),
        .bresp_out (bresp),
        .bvalid_out (bvalid),
        .bready_in (bready),
        .araddr_in (araddr_out),
        .arprot_in (arprot_out),
        .arvalid_in (arvalid),
        .arready_out (arready),
        .rdata_out (rdata_out),
        .rresp_out (rresp),
        .rvalid_out (rvalid),
        .rready_in (rready),
        .rdata_in (rdata_in)
    );
endmodule
module axi4_lite_master_adaptor (
    input aclk,
    input aresetn,
    output reg [31:0] awaddr_out,
    output reg [2:0] awprot_out,
    output reg awvalid_out,
    input awready_in,
    input [31:0] awaddr_in,
    input [2:0] awprot_in,
    output reg [31:0] wdata_out,
    output reg [3:0] wstrb_out,
    output reg wvalid_out,
    input wready_in,
    input [31:0] wdata_in,
    input [3:0] wstrb_in,
    input [1:0] bresp_in,
    input bvalid_in,
    output reg bready_out,
    output reg [31:0] araddr_out,
    output reg [2:0] arprot_out,
    output reg arvalid_out,
    input arready_in,
    input [31:0] araddr_in,
    input [2:0] arprot_in,
    input [31:0] rdata_in,
    input [1:0] rresp_in,
    input rvalid_in,
    output reg rready_out
);
    always @(posedge aclk or negedge aresetn) begin
        if (!aresetn) begin
            awvalid_out <= 0;
        end
        else begin
            awaddr_out <= awaddr_in;
            awprot_out <= awprot_in;
            if (awaddr_out) begin
                awvalid_out <= 1;
                if (awready_in) begin
                    awvalid_out <= 0;
                end
            end
        end
    end
    always @(posedge aclk or negedge aresetn) begin
        if (!aresetn) begin
            wvalid_out <= 0;
        end
        else begin
            wdata_out <= wdata_in;
            wstrb_out <= wstrb_in;
            if (wdata_out) begin
                wvalid_out <= 1;
                if (wready_in) begin
                    wvalid_out <= 0;
                end
            end
        end
    end
    reg [1:0] bresp_save;
    always @(posedge aclk or negedge aresetn) begin
        if (!aresetn) begin
            bready_out <= 0;
        end
        else begin
            if (wvalid_out && wready_in) begin
                bready_out <= 1;
                if (bvalid_in) begin
                    bresp_save <= bresp_in;
                    bready_out <= 0;
                end
            end
            else begin
                bready_out <= 0;
            end
        end
    end
    always @(posedge aclk or negedge aresetn) begin
        if (!aresetn) begin
            arvalid_out <= 0;
        end
        else begin
            araddr_out <= araddr_in;
            arprot_out <= arprot_in;
            if (araddr_out) begin
                arvalid_out <= 1;
                if (arready_in) begin
                    arvalid_out <= 0;
                end
            end
        end
    end
    reg [31:0] rdata_save;
    reg [1:0] rresp_save;
    always @(posedge aclk or negedge aresetn) begin
        if (!aresetn) begin
            rready_out <= 0;
            rdata_save <= 0;
        end
        else begin
            if (arvalid_out && arready_in) begin
                rready_out <= 1;
                if (rvalid_in) begin
                    rdata_save <= rdata_in;
                    rresp_save <= rresp_in;
                    rready_out <= 0;
                end 
            end
            else begin
                rready_out <= 0;
            end
        end
    end
endmodule
module axi4_lite_slave_adaptor (
    input aclk,
    input aresetn,
    input [31:0] awaddr_in,
    input [2:0] awprot_in,
    input awvalid_in,
    output reg awready_out,
    input [31:0] wdata_in,
    input [3:0] wstrb_in,
    input wvalid_in,
    output reg wready_out,
    output reg [1:0] bresp_out,
    output reg bvalid_out,
    input bready_in,
    input [31:0] araddr_in,
    input [2:0] arprot_in,
    input arvalid_in,
    output reg arready_out,
    output reg [31:0] rdata_out,
    output reg [1:0] rresp_out,
    output reg rvalid_out,
    input rready_in,
    input [31:0] rdata_in
);
    reg [31:0] awaddr_save;
    always @(posedge aclk or negedge aresetn) begin
        if (!aresetn) begin
            awaddr_save <= 0;
            awready_out <= 1;
        end
        else begin
           awready_out <= 1;
           if (awvalid_in) begin
            awaddr_save <= awaddr_in;
           end 
        end
    end
    reg [31:0] wdata_save;
    reg wdata_save_indication;
    always @(posedge aclk or negedge aresetn) begin
        if (!aresetn) begin
            wdata_save <= 0;
            wdata_save_indication <= 0;
            wready_out <= 1;
        end
        else begin
            wready_out <= 1;
            if (wvalid_in) begin
                if (wstrb_in[0]) begin
                    wdata_save[7:0] = wdata_in[7:0];
                end
                if (wstrb_in[1]) begin
                    wdata_save[15:8] = wdata_in[15:8];
                end
                if (wstrb_in[2]) begin
                    wdata_save[23:16] = wdata_in[23:16];
                end
                if (wstrb_in[3]) begin
                    wdata_save[31:24] = wdata_in[31:24];
                end
                wdata_save_indication = 1;
            end
        end
    end
    always @(posedge aclk or negedge aresetn) begin
        if (!aresetn) begin
            bvalid_out <= 0;
        end
        else begin
            if (wdata_save_indication) begin
                bresp_out <= 0;
                bvalid_out <= 1;
                if (bready_in) begin
                    bvalid_out <= 0;
                end
            end
        end
    end
    reg [31:0] araddr_save;
    reg rdata_save_indication;
    always @(posedge aclk or negedge aresetn) begin
        if (!aresetn) begin
            araddr_save <= 0;
            rdata_save_indication <= 0;
            arready_out <= 1;
        end
        else begin
           arready_out <= 1;
           if (arvalid_in) begin
            araddr_save <= araddr_in;
            rdata_save_indication <= 1;
           end 
        end
    end
    always @(posedge aclk or negedge aresetn) begin
        if (!aresetn) begin
            rvalid_out <= 0;
        end
        else begin
            if (rdata_save_indication) begin
                rdata_out <= rdata_in;
                rvalid_out <= 1;
                if (rready_in) begin
                    rresp_out <= 0;
                    rvalid_out <= 0;
                end
            end
            else begin
                rdata_out <= 0;
            end
        end
    end
endmodule
```

==> run summary <==
Item: results of the latest flow run.

- The number of register bits inferred by synthesis is 106.
- For this design, Yosys synthesis ends with a cell count of 154.
- The run stopped with a tool error.
- Per the run summary, the flow got no further than synthesis (1_2_yosys).
- The synthesis area per yosys is 3540 um^2.
- The first error in the log reads "ERROR: Found 3 problems in 'check -assert'".
- The warning tally printed by Yosys for this design is 2.
- For this run, the register share of the synthesized area comes to 0.900.
- In the Yosys stats the netlist draws on 3 distinct library cells.
## synth_stat cells
cell	number	area, um^2
buf_4	46	345
conb_1	2	7.51
edfxtp_1	106	3180
## kinds of logic after synthesis
kind of cell / count (synthesis) / share of synthesized area
buffers and inverters: 46 / 0.0977
other: 2 / 0.00212
DFF: 106 / 0.900
