<file path="design/flow/config.mk">
export PLATFORM = sky130hd
export DESIGN_NAME = handshaking_xbar_2x2
export DESIGN_NICKNAME = handshaking_xbar_2x2
export VERILOG_FILES = /design/flow/design.v
export SDC_FILE = /design/flow/constraint.sdc
export NUM_CORES = 4
export LEC_CHECK = 1
export CORE_AREA = 10 10 91 91
export DIE_AREA = 0 0 101 101
</file>
<file path="design/flow/constraint.sdc">
current_design handshaking_xbar_2x2

set clk_period 2.9
set clk_io_pct 0.2

create_clock -name clk0 -period $clk_period [get_ports {clk}]

set non_clock_inputs [all_inputs -no_clocks]
set_input_delay [expr $clk_period * $clk_io_pct] -clock clk0 $non_clock_inputs
set_output_delay [expr $clk_period * $clk_io_pct] -clock clk0 [all_outputs]
</file>
<file path="design/flow/design.v">
module handshaking_xbar_2x2 (
    input clk,
    input rst,
    input [7:0] data_out_m1,
    input valid_out_m1,
    output reg ready_in_m1,
    input [7:0] data_out_m2,
    input valid_out_m2,
    output reg ready_in_m2,
    output reg [7:0] data_in_s1,
    output reg valid_in_s1,
    input ready_out_s1,
    output reg [7:0] data_in_s2,
    output reg valid_in_s2,
    input ready_out_s2
);
    localparam FIRST_PRIORITY = 0;
    localparam SECOND_PRIORITY = 1;
    reg current_state = 0, next_state;
    always @(posedge clk) begin
        if (!rst) begin
            current_state <= 0;
        end
        else begin
            current_state <= next_state;
        end
    end
    always @(posedge clk) begin
        case (current_state)
            FIRST_PRIORITY: begin
                if (data_out_m1 >= 8'h20 && data_out_m1 <= 8'h2f) begin
                    data_in_s1 <= data_out_m1;
                    valid_in_s1 <= valid_out_m1;
                    ready_in_m1 <= ready_out_s1;
                end
                else if (data_out_m2 >= 8'h20 && data_out_m2 <= 8'h2f) begin
                    data_in_s1 <= data_out_m2;
                    valid_in_s1 <= valid_out_m2;
                    ready_in_m2 <= ready_out_s1;
                end
                else if (data_out_m1 >= 8'h30 && data_out_m1 <= 8'h3f) begin
                    data_in_s2 <= data_out_m1;
                    valid_in_s2 <= valid_out_m1;
                    ready_in_m1 <= ready_out_s2;
                end
                else if (data_out_m2 >= 8'h30 && data_out_m2 <= 8'h3f) begin
                    data_in_s2 <= data_out_m2;
                    valid_in_s2 <= valid_out_m2;
                    ready_in_m2 <= ready_out_s2;
                end
                next_state <= SECOND_PRIORITY;
            end
            SECOND_PRIORITY: begin
                if (data_out_m1 >= 8'h20 && data_out_m1 <= 8'h2f && valid_in_s1 && ready_in_m1) begin
                    if (data_out_m2 >= 8'h20 && data_out_m2 <= 8'h2f) begin
                        data_in_s1 <= data_out_m2;
                        valid_in_s1 <= valid_out_m2;
                        ready_in_m2 <= ready_out_s1;
                    end
                end
                if (data_out_m1 >= 8'h30 && data_out_m1 <= 8'h3f && valid_in_s2 && ready_in_m1) begin
                    if (data_out_m2 >= 8'h30 && data_out_m2 <= 8'h3f) begin
                        data_in_s2 <= data_out_m2;
                        valid_in_s2 <= valid_out_m2;
                        ready_in_m2 <= ready_out_s2;
                    end
                end
                next_state <= FIRST_PRIORITY;
            end
        endcase
    end
endmodule
</file>
<file path="design/flow/run.sh">
#!/bin/bash
# OpenROAD 26Q1-2900-gdf79404cd8, Yosys 0.63+post, stock flow scripts
make -C /OpenROAD-flow-scripts/flow DESIGN_CONFIG=/design/flow/config.mk WORK_HOME=/design/flow/orfs finish
</file>
==> results.txt <==
Notes on the flow run.

- The worst-case clock skew is 0.00525 ns, for reference.
- The maximum fanout encountered on the critical timing path is 7, for reference.
- Entering global routing, the biggest net connects 14 pins.
- VDD sags by at most 196 uV.
- The number of antenna repair diodes is 0, for reference.
- The total net switching power is 185 uW, for reference.
- The worst flop-to-flop path endpoint is data_in_s2[1], for reference.
- Per the post-place timing report, worst setup slack is 0.490 ns.
- Gates resized during post-CTS repair numbered 0.
- The placeable core region is 6350 sq um, for reference.
- The maximum number of buffers from clock root to sink is 2, for reference.
- The cell count listed in synth_stat.txt is 96, for reference.
- The synthesized instance count is 96.
- Switching power as a fraction of the total was reported as 0.211.
- The endpoint of the worst hold path is reported as current_state.
- After floorplanning, the core was divided into 29 placement rows.
- The number of clock buffers added by TritonCTS is 3.
- The post-synthesis chip area from yosys is 1140 sq um, for reference.
- Per the final layout report, the fraction of cells sized above drive strength 1 comes to 0.0935.
- The initial antenna violation count is 0, for reference.
- The number of endpoints failing setup at the final stage is 0, for reference.
- The first global-routing pass estimated 5110 um of wire.
- After filler insertion, the fill cell instance count of the layout stands at 639.
- The tree built by TritonCTS fans out to 22 sinks.
- Per the cell usage report, the commonest logic cell in the layout is sky130_fd_sc_hd__clkdlybuf4s50_1.
- Per the placement report, the placed cell count is 212.
- The detailed-placement wirelength estimate is 2510 um, for reference.
- After clock tree synthesis, the flow added hold-fix buffers numbering 0.
- The worst hold path startpoint is next_state, for reference.
- The endpoint type of the worst setup path is a flip-flop, for reference.
- The type recorded for the worst min-delay path is flip-flop to flip-flop.
- After layout, the minimum clock period comes to 2.14 ns.
- The number of distinct standard cells referenced by the synthesized netlist is 27, for reference.
- The top cell types in the final layout, fill and taps aside, are 41 x sky130_fd_sc_hd__clkdlybuf4s50_1, 20 x sky130_fd_sc_hd__edfxtp_1, 11 x sky130_fd_sc_hd__mux2i_1, 11 x sky130_fd_sc_hd__nor2_1.
- In the setup report, the worst path falls into the class input pin to flip-flop.
- The first detailed-routing pass ran for 4 iterations.
- In the power breakdown, the internal column shows 690 uW.
- The power report attributes to the sequential group a share of 0.481.
- The post-layout worst setup margin is 0.761 ns, for reference.
- The number of global-route vias before repair came to 927.
- In this run the count of I/O pins placed on the die edge is 42.
- STA reports a reg2reg setup slack of 1.27 ns.
- Looking at the clock tree report, the H-tree level count equals 1.
- The clock slew at the register clock pins of the worst setup and hold paths is 0.09 ns, for reference.
- The cell area power density is 512 nW/um^2, for reference.
- The total of warnings raised by yosys is 1, for reference.
- In this run the full chip footprint comes out at 10200 sq um.
- Detailed-route iteration 0 reported a violation count of 48.
- The routed layout reports a DRC error count of 0.
- The width of the die is 101 um, for reference.
- The number of synthesized register bits is 22, for reference.
- The top cell type by total area after synthesis is sky130_fd_sc_hd__edfxtp_1, for reference.
- In the routed layout, each cell is associated on average with a via count of 4.14.
- The final worst-path cycle share is 0.738, for reference.
- The global route total overflow is 0, for reference.
- Data on the critical path arrives at its endpoint at 2.16 ns.
- The synthesized area per cell is 11.9 sq um, for reference.
- In this build the clock could be raised as far as 468 MHz.
- The clock network fraction of total power is 0.333, for reference.
- The growth of design area from synthesis to finish is 49.3%, for reference.
- The combined global-route utilization of all metal layers is 0.0636, for reference.
- STA shows the worst reg2reg path with a cell count of 4.
- Excluding fillers, the count of instances in the completed layout stands at 216.
- The count of cells along the worst hold path is 1, for reference.
- After synthesis, the cell types taking the most area are sky130_fd_sc_hd__edfxtp_1 53%, sky130_fd_sc_hd__mux2i_1 9.6%, sky130_fd_sc_hd__nor2_1 3.6%.
- TritonCTS built the clock tree.
- The share of the core filled with cells in the final layout is 0.269, for reference.
- The final max-slew violation count recorded for this run is 0.
- The synthesized netlist occupies a cell area of 1140 sq um.
- The normalized max-slew margin is 0.623, for reference.
- The count of nets left with antenna violations once routing finished came out at 0.
- The routed layout has 895 vias.
- Buffers added to address setup during post-CTS repair amount to 0.
- The top-area cell type share of the netlist area is 0.525, for reference.
- The number of maximum-capacitance violations is 0, for reference.
- The worst setup path is launched from an input pin.
- The reported leakage power is 0.000568 uW, for reference.
- The power report attributes to the combinational group a share of 0.186.
- The share of the Yosys chip area taken by registers is 0.560.
- Setup repair after global routing left no endpoint under its margin.
- The pre-placement core utilization is 0.180, for reference.
- The required time reported for the critical path endpoint is 2.92 ns, for reference.
- The number of failing hold endpoints at the final stage is 0, for reference.
- For the worst-skew pair, the clock arrives at the later sink with an insertion delay of 0.27 ns.
- The number of warnings in the stage logs is 25, for reference.
- The final layout contains routed wiring with a total length of 3230 um.
- The die outline height is 101 um, for reference.
- Per the gpl log, the routability congestion estimate is 0.770.
- For the final routed database, the setup TNS stands at 0 ns.
- The cell sitting at the root of the clock tree is a sky130_fd_sc_hd__clkbuf_8.
- During placement, the flow inserted port buffers numbering 41.
- The wire length per cell is 15.0 um, for reference.
- The worst flop-to-flop path startpoint is current_state, for reference.
- The run finished with clean final reports.
- The actual transition at the worst max-transition pin is 0.564 ns, for reference.
## flip-flops by register name (all words and copies together), names as in the netlist
| register | count |
|---|---|
| data_in_s1 | 8 |
| data_in_s2 | 8 |
| current_state | 1 |
| next_state | 1 |
| ready_in_m1 | 1 |
| ready_in_m2 | 1 |
| valid_in_s1 | 1 |
| valid_in_s2 | 1 |
## power groups by stage
stage	clock network (uW)	registers (uW)	logic, uW
CTS	301	422	167
global route	315	427	181
finish	291	421	163
## through the flow
step	hold WS, ns	area, sq um	total power (uW)
5_1_grt	0.474	1710	922
3_5_place_dp	0.416	1640	595
3_3_place_gp	0.413	1640	593
4_1_cts	0.444	1710	890
6_report	0.436	1710	875
2_1_floorplan	0.406	1140	469
## cell families (layout without fill, tap and decap cells)
| group | count (synthesis) | count (layout) | synth area share |
|---|---|---|---|
| AND-OR/OR-AND | 17 | 17 | 0.0831 |
| flip-flops | 22 | 22 | 0.560 |
| buffers and inverters | 6 | 49 | 0.0350 |
| AND/OR/NAND/NOR | 39 | 39 | 0.216 |
| multiplexers | 12 | 12 | 0.106 |
## metal layers
metal,track usage,routed length [um],up-vias,share of wire
li1,-,-,444,-
met1,0.0865,1520,422,0.47
met2,0.0973,1460,27,0.45
met3,0.0249,240,2,0.074
met4,0.00750,14,0,0.0043
met5,0,0,-,0
## worst max-delay path by stage
stage         startpoint  depth (start not counted)             to  slack, ns
4_1_cts   data_out_m2[7]                          5  data_in_s1[1]       0.79
5_1_grt   data_out_m2[7]                          5  data_in_s1[1]       0.57
6_report  data_out_m2[7]                          5  data_in_s1[1]       0.76
## worst max-delay path: stages
cell and delay [ns]:
sky130_fd_sc_hd__clkdlybuf4s50_1 0.45, sky130_fd_sc_hd__nor4b_2 0.57, sky130_fd_sc_hd__buf_4 0.28, sky130_fd_sc_hd__mux2i_1 0.19, sky130_fd_sc_hd__o21ai_0 0.08
## final cells by class
type / count / area [sq um] / area share
Clock inverter: 1 / 30.0 / 0.0176
Tap cell: 77 / 96.3 / 0.0564
Multi-Input combinational cell: 68 / 463 / 0.271
Timing Repair Buffer: 44 / 433 / 0.253
Inverter: 1 / 3.75 / 0.00220
Clock buffer: 3 / 41.3 / 0.0242
Sequential cell: 22 / 641 / 0.375
## cells in the mapped netlist, drive strengths merged
cell	count
dfxtp	2
nand4	2
mux2	1
nand2	7
and4bb	1
nor4bb	1
o21ai	5
nor3	2
or3b	1
nand2b	2
mux2i	11
or3	2
inv	1
nor2	11
a21oi	7
buf	5
a31oi	3
a211oi	1
nand3	2
edfxtp	20
nor4b	2
o311ai	1
and2	6
No activity file was given, so power comes from the tool's default toggle rates.
