## /design/flow/config.mk

```make
export PLATFORM = sky130hd
export DESIGN_NAME = handshaking
export DESIGN_NICKNAME = handshaking
export VERILOG_FILES = /design/flow/design.v
export SDC_FILE = /design/flow/constraint.sdc
export NUM_CORES = 4
export LEC_CHECK = 1
export CORE_AREA = 10 10 70 70
export DIE_AREA = 0 0 80 80
```

## /design/flow/constraint.sdc

```tcl
current_design handshaking

set clk_period 2.0
set clk_io_pct 0.2

create_clock -name clk0 -period $clk_period [get_ports {clk}]

set non_clock_inputs [all_inputs -no_clocks]
set_input_delay [expr $clk_period * $clk_io_pct] -clock clk0 $non_clock_inputs
set_output_delay [expr $clk_period * $clk_io_pct] -clock clk0 [all_outputs]
```

## /design/flow/design.v

```verilog
module handshaking (
    input clk,
    input rst,
    input [7:0] data_in,
    output [7:0] data_out,
    output valid,
    output ready
);
    handshaking_master uut_master(
        .clk (clk),
        .rst (rst),
        .data_in (data_in),
        .data_out (data_out),
        .valid_out (valid),
        .ready_in (ready)
    );
    handshaking_slave uut_slave(
        .clk (clk),
        .rst (rst),
        .data_in (data_out),
        .valid_in (valid),
        .ready_out (ready)
    );
endmodule
module handshaking_master (
    input clk,
    input rst,
    input [7:0] data_in,
    output reg [7:0] data_out,
    output reg valid_out,
    input ready_in
);
    always @(posedge clk) begin
        if (rst) begin
            valid_out <= 0;
        end
        else begin
            data_out <= data_in;
            if (data_out) begin
                valid_out <= 1;
                if (ready_in) begin
                    valid_out <= 0;
                end
            end
        end
    end
endmodule
module handshaking_slave (
    input clk,
    input rst,
    input [7:0] data_in,
    input valid_in,
    output reg ready_out
);
    reg [7:0] data_save;
    always @(posedge clk) begin
        if (rst) begin
            ready_out <= 0;
            data_save <= 0;
        end
        else begin
            if (valid_in) begin
                ready_out <= 1;
                if (ready_out) begin
                   data_save <= data_in;
                end
            end
            else if (valid_in == 0) begin
                ready_out <= 0;
            end
        end
    end
endmodule
```

## /design/flow/run.sh

```bash
#!/bin/bash
# OpenROAD 26Q1-2900-gdf79404cd8, Yosys 0.63+post, stock flow scripts
make -C /OpenROAD-flow-scripts/flow DESIGN_CONFIG=/design/flow/config.mk WORK_HOME=/design/flow/orfs finish
```

==> ci_impl_report.md <==
### Yosys + OpenROAD results

| Metric | Value |
|---|---|
| Lkg Pwr | 0.199 nW |
| Largest net degree at the start of global routing | 9 |
| Syn Area/Cell | about 21 um2 |
| Crit-path max FO | 2 |
| Max VDD drop | ~0.00014 V |
| Final hold slack | 0.494 ns |
| Top delay family on crit path | buffers and inverters |
| Total tool warning count | 25 |
| Crit-path max cell delay | 0.51 ns |
| Post-DP Area | 588 um2 |
| Min-Delay Path Class | reg -> reg |
| PnR worst setup slack | approximately 0.44 ns |
| Post-Place Worst Slack | 0.575 ns |
| Number of diodes | 0 |
| Final Setup Violations | 0 |
| Max Slew Vio Count | 0 |
| Worst Tran Pin Value | 0.276 ns |
| CTS clk-pin slew, worst paths | around 0.06 ns |
| Post_cts resized | 0 |
| GRT Residual Overflow | 0 |
| CP Depth | 1 |
| Clk root buf | clkbuf_4 |
| Max_cap viols | 0 |
| DR vias | between 200 and 250 |
| Outcome | completed |
| Most frequent logic cell in the layout | clkdlybuf4s50_1 |
| PwrDens | 713 mW/mm2 |
| First-pass GRT wire length | 1300 um |
| Max-slew headroom | 81.4% |
| Vias/cell | 2.52 |
| RR Startpoint | uut_master.data_out[1] |
| Worst R2R End | uut_master.valid_out |
| Critical Path AT | 1.16 ns |
| CTS Hold Buffers Added | 0 |
| Die Y-Extent | 80 um |
| Post-DRT Antenna Nets | 0 |
| Initial core utilization | between 9 and 10% |
| Row Count | 21 |
| Total track usage | under 10% |
| Design Area, Final | 614 um2 |
| Layout cell share with drive strength beyond 1 | 12.8% |
| CP required | 1.60 ns |
| Ports | 20 |
| Area share, top type | 70.6% |
| Area delta synth->final | 80.5% |
| Top cells by area | edfxtp_1 (71%), dfxtp_1 (12%), nor4_4 (6.3%) |
| Vias in the first global route | 262 |
| Area leader, netlist | edfxtp_1 |
| Die area | about 0.0064 mm2 |
| Synthesized cell area | 340 um2 |
| Final core occ | 18.0% |
| Top Layout Cells | clkdlybuf4s50_1 (19), edfxtp_1 (8), clkbuf_4 (3) |
| Max Root-Sink Buffers | 2 |
| Die Span X | about 80 um |
| WL final | 895 um |
| Hold Path Depth | 1 |
| R2R cell count | 3 |
| Clock skew | 0.00256 ns |
| Core Box Area | 0.00342 mm2 |
| Remaining DRCs | 0 |
| Sequential fraction of the synthesis area | between 80% and 90% |
| Drt initial violations | 7 |
| Worst hold endpoint | uut_slave.ready_out |
| Worst-Skew Late Latency | 0.25 ns |
| Number of CTS-inserted buffers | 3 |
| Hold wc startpoint | uut_master.valid_out |
| Setup tns final | 0 ns |
| # Cells Yosys | 16 |
| H-tree levels | 1 |
| Cells after synthesis | 16 |
| Final Wtd Congestion | ~0.63 |
| Ys Warns | 2 |
| Unique cell types | 8 |
| Worst-path cell with the longest stage delay | clkdlybuf4s50_1 |
| Sum of buffers and inverters on the critical path | 1 |
| Postcts setup bufs | 0 |
| Reg2Reg Setup Slack | 0.84 ns |
| # port buffers | 19 |
| Crit Path Category | reg -> out |
| Min Clock Period, post-route | around 1.6 ns |
| Fin crit share | 77.8% |
| DR pass1 iterations | 2 |
| Yosys reg bits | 10 |
| Worst setup SP type | flip-flop |
| Initial antenna violation count | 0 |
| Worst setup EP type | output pin |
| F_max | around 640 MHz |
| Final tally of hold violations | 0 |
| RSZ-0062 raised after global routing | false |
| DR WL/cell | between 10 and 15 um |
| CP Cell Sequence | clkdlybuf4s50_1 |
| CTS Sinks | 10 |
| Yosys stat chip area | 340 um2 |
| CTS tree | done |
-- layer usage --
metal / vias to the layer above / track usage, % / wire, um
met3: 0 / 2.50 / 129
met1: 98 / 2.14 / 257
met5: - / 0 / 0
met4: 0 / 0.528 / 0
li1: 108 / - / -
met2: 8 / 4.98 / 508
-- per-stage QoR --
stage,cells,power (mW)
2_1_floorplan,16,0.262
3_3_place_gp,81,0.314
3_5_place_dp,81,0.314
4_1_cts,85,0.451
5_1_grt,85,0.464
6_report,85,0.438
-- layout make-up --
class	count	area, um2
clock buffer	3	22.5
sequential	10	280
clock inverter	1	3.75
fill	374	2800
tap	46	57.6
inverter	1	3.75
multi-input combinational	5	56.3
timing repair buffer	19	190
-- Yosys cell counts (all sizes together) --
| library cell | number |
|---|---|
| nor2b | 1 |
| a211oi | 1 |
| dfxtp | 2 |
| inv | 1 |
| edfxtp | 8 |
| nor4 | 2 |
| a31o | 1 |
-- flip-flops by register name, summed over array words and instances, names as in the netlist --
register,count
uut_master.valid_out,1
uut_master.data_out,8
uut_slave.ready_out,1
-- where the power goes --
part           switching (mW)  internal [mW]  total [mW]
sequential             0.0118          0.243       0.255
combinational          0.0103         0.0430      0.0533
clock                  0.0589         0.0715       0.130
total                  0.0810          0.357       0.438
-- worst max-delay path by stage --
stage	startpoint	end
after CTS	uut_master.data_out[5]	data_out[5]
after global routing	uut_master.data_out[5]	data_out[5]
final	uut_master.data_out[5]	data_out[5]
-- cell families after synthesis --
group	Yosys count	synth area share [%]
flops	10	82.4
simple gates	3	11.8
compound gates	2	4.78
buf+inv	1	1.10
No activity file was given, so power comes from the tool's default toggle rates.
